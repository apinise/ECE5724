### run.sh
#!/bin/bash
# OpenROAD 26Q1-2900-gdf79404cd8, Yosys 0.63+post, stock flow scripts
make -C /OpenROAD-flow-scripts/flow DESIGN_CONFIG=/design/flow/config.mk WORK_HOME=/design/flow/orfs finish
### config.mk
export PLATFORM = sky130hd
export DESIGN_NAME = RTS_Controller
export DESIGN_NICKNAME = RTS_Controller
export VERILOG_FILES = /design/flow/design.v
export SDC_FILE = /design/flow/constraint.sdc
export NUM_CORES = 4
export LEC_CHECK = 1
export CORE_AREA = 10 10 100 100
export DIE_AREA = 0 0 110 110
### constraint.sdc
current_design RTS_Controller

set clk_period 2.2
set clk_io_pct 0.2

create_clock -name clk0 -period $clk_period [get_ports {clk}]

set non_clock_inputs [all_inputs -no_clocks]
set_input_delay [expr $clk_period * $clk_io_pct] -clock clk0 $non_clock_inputs
set_output_delay [expr $clk_period * $clk_io_pct] -clock clk0 [all_outputs]
### design.v
`timescale 1ns / 1ps
module RTS_Controller	#(parameter ShiftSize = 1, numOfRounds = 50 )
						(clk, rstIn, NbarT, rstOut,PRPG_En, SRSG_En, SISA_En, MISR_En, done );
	input clk, rstIn;
	output reg NbarT, rstOut, PRPG_En;
	output reg SRSG_En, SISA_En, MISR_En;
	output reg done;
	reg [2:0] present_state, next_state;
	reg [5:0]shtCount;  
	reg shtCount_Rst, shtCount_En;
	reg [15:0]testVectorCount; 
	reg testCount_Rst, testCount_En;
	always @( posedge clk or posedge rstIn ) 
		if( rstIn )
 			present_state <= 3'b000;
 		else 
 			present_state <= next_state;    	
	always @( present_state or shtCount ) begin : Combinatorial
		NbarT = 1'b0; rstOut = 1'b0; PRPG_En = 1'b0; 
		SRSG_En = 1'b0; SISA_En = 1'b0; 
		shtCount_Rst = 1'b0; shtCount_En = 1'b0;
		testCount_Rst = 1'b0; testCount_En = 1'b0;				
		MISR_En = 1'b0; done = 1'b0;
		case ( present_state )
			3'b000 : begin 
				next_state = 3'b001;
				rstOut = 1'b1;
				NbarT = 1'b1;				
				testCount_Rst = 1'b1;
			end
			3'b001 : begin
				next_state = 3'b010;
				PRPG_En = 1'b1;
				shtCount_Rst = 1'b1;
			end
			3'b010 : begin
				next_state = ( shtCount < ShiftSize - 1 ) ? 3'b010 : 3'b011;
				shtCount_En = 1'b1;
				SRSG_En = 1'b1;
				SISA_En = 1'b1;
				NbarT = 1'b1;
			end
			3'b011 : begin
				next_state = 3'b100;
				NbarT = 1'b0;
			end
			3'b100 : begin
				next_state = ( testVectorCount < numOfRounds - 1 ) ? 3'b001 : 3'b101; 
				testCount_En = 1'b1;
				MISR_En = 1'b1;
			end
			3'b101 : begin
				next_state = 3'b101;
				done = 1'b1;
			end
			default : next_state = 3'b000;
		endcase     
	end   
	always @ ( posedge clk ) begin
		if( shtCount_Rst ) 
			shtCount = 0;
		else if( shtCount_En )
			shtCount =  shtCount + 1;
	end
	always @ ( posedge clk ) begin
		if( testCount_Rst ) 
			testVectorCount = 0;
		else if( testCount_En )
			testVectorCount =  testVectorCount + 1;
	end
endmodule
==> out/results.txt <==
PortBufs -> 8
area growth from synthesis to layout -> 24.47%
vias in the first global route -> 703
Layout Cell Area excl Fill -> 1241 um2
CP Cell Sequence -> clkdlybuf4s50_1
Combinational Power Share -> 3.7%
post-route DRC violation count -> 0
placed cell area -> 1186 um2
Setup TNS -> 0 ns
Req. time, crit path -> 1.76 ns
ys cells -> 103
Sw Ratio -> 20.01%
Insertion Delay late pin -> 0.25 ns
final setup vio count -> 0
chip area -> 12100 um2
ys flop type -> dfxtp_1
number of synthesized register bits -> 22
Placer Congestion -> 0.8376
total CTS buffers -> 3
clock skew -> 0.002223 ns
routed len/inst -> 8.743 um
crit-path max FO -> 9
length of routed met3 wiring -> 101 um
Routed Antenna Nets -> 0
Peak VDD IR -> 180.5 uV
Overflow after GRT -> 0
CP arrival -> 1.37 ns
n_diodes -> 0
Yosys top cell by area -> dfxtp_1
Post-Syn Area -> 997.2 um2
Initial Util -> 12.77%
drt total wl -> 1871 um
Final Critical Period -> 1.809 ns
num rows -> 32
Top Family by Delay on Critical Path -> flip-flops
Critical Path End Type -> primary output
Tool Warnings -> 26
MaxCap Viol Count -> 0
Storage cell area -> 471.7 um2
Yosys warnings -> 1
Hold Vio Cnt, Final -> 0
IO Pins -> 9
top cell types by occurrence after synthesis -> 18 x nor2_1, 16 x dfxtp_1, 9 x xnor2_1, 6 x inv_1, 5 x dfrtp_1
Gate Area -> 476.7 um2
Final Total Pwr -> 0.7222 mW
Clk pwr share -> 38.9%
cts repair resizes -> 0
deepest clock path buffer count -> 2
Crit path largest cell delay -> 0.57 ns
Largest cells by area -> dfxtp_1 32%, dfrtp_1 13%, xnor2_1 7.9%
highest routed metal layer -> met4
final worst path period share -> 82.23%
Max Slew Vio Count -> 0
largest net degree at the start of global routing -> 19
Seq pwr share -> 57.4%
type of the worst setup path -> reg -> out
met2 wire length -> 800 um
startpoint types -> register
Die Y -> 110 um
WHS -> 0.3575 ns
DR vias/cell -> 3.313
static leakage -> 0.4376 nW
Critical-path top delay cell -> dfrtp_1
P_sw -> 0.1445 mW
count of library flops with an enable pin -> 0
Hold Path Class -> reg -> reg
Post-synth ARST share -> 27.27%
Avg Synthesized Cell Area -> 9.682 um2
Seq share, synth -> 47.30%
pwr/cell area -> 581.9 nW/um2
unrepaired setup endpoints after global routing -> false
total number of vias -> 709
Crit path buffers/inverters -> 1
Placed Cells -> 210
distinct cell type count after synthesis -> 31
initial antenna violation count -> 0
Final Non-Filler Cells -> 214
post-DP HPWL -> 1374 um
most common cell in the netlist -> nor2_1
Cells after Synth -> 103
CTS tree -> done
fmax -> 0.5528 GHz
YS chip area -> 997.2 um2
hold buffer count at cts -> 0
Root Buffer -> clkbuf_8
CTS H-Tree Depth -> 1
core area -> 7807 um2
internal power -> 0.5777 mW
Worst-path clk slew -> 0.07 ns
Synth top area share -> 32.12%
1st-pass router iterations -> 3
CTS sink cnt -> 22
Fill cells -> 856
Initial DRC Count -> 22
share of layout cells above drive strength 1 -> 12.50%
WL met1 -> 941 um
outcome -> completed
DIE WIDTH -> 110 um
first-pass GRT wire length -> 3401 um
gr usage total -> 3.460%
setup bufs post-CTS -> 0
-- registers in the layout, summed over array words and instances (netlist names) --
name and count:
present_state 6, testVectorCount 16
-- final cells by class --
class | instances | area share (%)
Clock buffer | 4 | 4.435
Inverter | 6 | 1.815
Multi-Input combinational cell | 71 | 38.41
Sequential cell | 22 | 38.00
Tap cell | 102 | 10.28
Timing Repair Buffer | 9 | 7.056
-- path summary, 6_finish.rpt --
check	startpoint	endpoint	slack, ns	cells after the start
max	present_state[1]	MISR_En	0.39	1
min in group asynchronous	rstIn	present_state[4]	0.39	2
max reg2reg	testVectorCount[0]	testVectorCount[12]	0.64	5
max in group asynchronous	rstIn	present_state[0]	1.56	2
min reg2reg	present_state[5]	present_state[1]	0.36	0
min	present_state[5]	present_state[1]	0.36	0
-- cells by family after synthesis --
kind of cell,Yosys count,share of synthesized area [%]
other,1,0.3761
and+or+nand+nor,47,28.23
muxes,2,2.133
buffers and inverters,10,4.894
DFF,22,47.30
xor gates and xnor gates,12,10.54
AOI/OAI and AO/OA,7,4.015
adders and majority gates,2,2.509
-- power by group through the flow --
stage         Sequential, mW  Combinational (mW)  Clock [mW]
CTS                    0.415              0.0270       0.289
global route           0.417              0.0305       0.318
finish                 0.415              0.0266       0.281
-- routing by layer --
layer | vias to the layer above | track usage [%]
li1 | 364 | -
met1 | 338 | 5.051
met2 | 5 | 4.826
met3 | 2 | 1.234
met4 | 0 | 0.6506
met5 | - | 0
-- cell usage in the layout, fill, tap and decap left out, drive strengths merged --
master	netlist	routed
nor2	18	18
dfxtp	16	16
xnor2	9	9
clkdlybuf4s50	0	8
inv	6	6
nor4	6	6
dfrtp	5	5
nand3	5	5
nand4	5	5
nand2	4	4
nor3	4	4
clkbuf	2	4
a21oi	3	3
xor2	3	3
o21ai	2	2
or3	2	2
ha	2	2
nand4b	1	1
o21bai	1	1
a21o	1	1
or2	1	1
nor2b	1	1
mux2	1	1
mux2i	1	1
buf	2	1
dfstp	1	1
conb	1	1
-- stage by stage --
stage / utilization (%) / setup WS [ns]
after global placement: 15.19 / 0.6676
after global routing: 15.90 / 0.3231
final: 15.90 / 0.3909
after floorplan: - / 0.8124
after detailed placement: 15.19 / 0.6525
after CTS: 15.90 / 0.3641
No activity file was given, so power comes from the tool's default toggle rates.
