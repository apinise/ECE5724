## flow/run.sh

```bash
#!/bin/bash
# OpenROAD 26Q1-2900-gdf79404cd8, Yosys 0.63+post, stock flow scripts
make -C /OpenROAD-flow-scripts/flow DESIGN_CONFIG=/design/flow/config.mk WORK_HOME=/design/flow/orfs finish
```

## flow/constraint.sdc

```tcl
current_design ssc_controller

set clk_period 2.3
set clk_io_pct 0.2

create_clock -name clk0 -period $clk_period [get_ports {Clk}]

set non_clock_inputs [all_inputs -no_clocks]
set_input_delay [expr $clk_period * $clk_io_pct] -clock clk0 $non_clock_inputs
set_output_delay [expr $clk_period * $clk_io_pct] -clock clk0 [all_outputs]
```

## flow/design.v

```verilog
`timescale 1ns / 1ps
module counter_1 (
  input   logic       Clk,
  input   logic       Rst,
  input   logic       Start_Pe,
  input   logic       En_Cnt1,
  output  logic [7:0] Cnt1_Out,
  output  logic       CO1
);
always_ff @(posedge Clk or posedge Rst) begin
  if (Rst) begin
    Cnt1_Out  <= '0;
  end
  else begin
    if (Start_Pe) begin
      Cnt1_Out  <= '0;
    end
    else begin
      if (En_Cnt1) begin
        Cnt1_Out  <= Cnt1_Out + 8'd1;
      end
      else begin
        Cnt1_Out  <= Cnt1_Out;
      end
    end
  end
end
assign CO1 = (Cnt1_Out == 8'd255) ? 1'b1 : 1'b0;
endmodule
`timescale 1ns / 1ps
module counter_2 (
  input   logic       Clk,
  input   logic       Rst,
  input   logic       Start_Pe,
  input   logic       En_Cnt2,
  input   logic       Pl_Cnt2,
  input   logic [7:0] Cnt1_Out,
  output  logic [7:0] Cnt2_Out,
  output  logic       CO2
);
always_ff @(posedge Clk or posedge Rst) begin
  if (Rst) begin
    Cnt2_Out  <= '0;
  end
  else begin
    if (Start_Pe) begin
      Cnt2_Out  <= 8'd1;
    end
    else begin
      if (Pl_Cnt2) begin
        Cnt2_Out  <= Cnt1_Out + 8'd1;
      end
      else if (En_Cnt2) begin
        Cnt2_Out  <= Cnt2_Out + 8'd1;
      end
    end
  end
end
assign CO2 = (Cnt2_Out == 8'd255) ? 1'b1 : 1'b0;
endmodule
`timescale 1ns/1ps
module ssc_controller (
  input   logic   Clk,
  input   logic   Rst,
  input   logic   Start,
  output  logic   Done,
  output  logic [7:0] Cnt1_Out,
  output  logic [7:0] Cnt2_Out,
  output  logic [1:0] Sel_AMux,
  output  logic       Sel_DMux,
  output  logic       Sel_Mux,
  output  logic       Read_Reg,
  output  logic       Write_Reg,
  output  logic       Load_Min,
  output  logic       Load_Temp,
  output  logic [2:0] Z
);
localparam  S_IDLE    = 3'b000,
            S_START   = 3'b001,
            S_INIT    = 3'b010,
            S_FIND    = 3'b011,
            S_UPDATE0 = 3'b100,
            S_UPDATE1 = 3'b101,
            S_UPDATE2 = 3'b110,
            S_DONE    = 3'b111;
logic [2:0] n_state;
logic [2:0] p_state;
logic en_cnt2;
logic pl_cnt2;
logic co2;
logic en_cnt1;
logic co1;
logic start_pe;
logic start_r;
counter_1 counter_1 (
    .Clk(Clk),
    .Rst(Rst),
    .Start_Pe(start_pe),
    .En_Cnt1(en_cnt1),
    .Cnt1_Out(Cnt1_Out),
    .CO1(co1)
);
counter_2 counter_2 (
    .Clk(Clk),
    .Rst(Rst),
    .Start_Pe(start_pe),
    .En_Cnt2(en_cnt2),
    .Pl_Cnt2(pl_cnt2),
    .Cnt1_Out(Cnt1_Out),
    .Cnt2_Out(Cnt2_Out),
    .CO2(co2)
);
always_comb begin
  Done = '0;
  en_cnt1 = '0;
  en_cnt2 = '0;
  pl_cnt2 = '0;
  Sel_AMux = '0;
  Sel_DMux = '0;
  Sel_Mux = '0;
  Read_Reg = '0;
  Write_Reg = '0;
  Load_Temp = '0;
  Load_Min = '0;
  casez(p_state)
    S_IDLE: begin
      Done = 1'b0;
      if (Start == 1'b1) begin
        n_state = S_START;
      end
      else begin
        n_state = S_IDLE;
      end
    end
    S_START: begin
      if (Start == 1'b0) begin
        n_state = S_INIT;
      end
      else begin
        n_state = S_START;
      end
    end
    S_INIT: begin
      en_cnt2   = 1'b1;
      pl_cnt2   = 1'b1;
      Load_Min  = 1'b1;
      Read_Reg  = 1'b1;
      Sel_AMux  = 2'b00;
      Sel_Mux   = 1'b0;
      n_state = S_FIND;
    end
    S_FIND: begin
      en_cnt2   = 1'b1;
      Sel_AMux  = 2'b01;
      Read_Reg  = 1'b1;
      Sel_Mux   = 1'b1;
      if (co2 == 1'b1) begin
        n_state = S_UPDATE0;
      end
      else begin
        n_state = S_FIND;
      end
    end
    S_UPDATE0: begin
      Sel_AMux  = 2'b00;
      Load_Temp = 1'b1;
      Read_Reg  = 1'b1;
      n_state = S_UPDATE1;
    end
    S_UPDATE1: begin
      Sel_AMux = 2'b00;
      Sel_DMux = 1'b0;
      Write_Reg = 1'b1;
      en_cnt1 = 1'b1;
      n_state = S_UPDATE2;
    end
    S_UPDATE2: begin
      Sel_AMux = 2'b10;
      Sel_DMux = 1'b1;
      Write_Reg = 1'b1;
      if (co1 == 1'b1) begin
        n_state = S_DONE;
      end
      else begin
        n_state = S_INIT;
      end
    end
    S_DONE: begin
      Done = 1'b1;
      n_state = S_IDLE;
    end
  endcase
end
always_ff @(posedge Clk or posedge Rst) begin
  if (Rst) begin
    p_state <= S_IDLE;
  end
  else begin
    p_state <= n_state;
  end
end
assign Z = p_state;
always_ff @(posedge Clk or posedge Rst) begin
  if (Rst) begin
    start_r <= '0;
  end
  else begin
    start_r <= Start;
  end
end
assign start_pe = (!start_r && Start) ? 1'b1 : 1'b0;
endmodule
```

## flow/config.mk

```make
export PLATFORM = sky130hd
export DESIGN_NAME = ssc_controller
export DESIGN_NICKNAME = ssc_controller
export VERILOG_FILES = /design/flow/design.v
export SDC_FILE = /design/flow/constraint.sdc
export NUM_CORES = 4
export LEC_CHECK = 1
export CORE_UTILIZATION = 30
```

==> summary.txt <==
The flow run is done. The first detailed-routing pass took 4 iterations. The worst setup path is launched from a flip-flop. Worst setup slack after layout landed at 0.116 ns. After clock tree synthesis, the flow added hold-fix buffers numbering 0. Async set-or-reset flop fraction in the synthesized netlist landed at 100%. By area the synthesized netlist is led by sky130_fd_sc_hd__dfrtp_1 40%, sky130_fd_sc_hd__nor2_1 8.6%, sky130_fd_sc_hd__xnor2_1 7.0%, sky130_fd_sc_hd__xor2_1 6.3%, sky130_fd_sc_hd__ha_1 6.0%.

Per the cell usage report, the commonest logic cells after layout are 30 x sky130_fd_sc_hd__clkdlybuf4s50_1, 29 x sky130_fd_sc_hd__nor2_1, 19 x sky130_fd_sc_hd__dfrtp_1. Number of cells after detailed placement landed at 223. Count of instantiated cells in the yosys netlist landed at 144. Across all layers, the routed design uses 1049 vias. Data required time at the worst endpoint landed at 1.84 ns. Walking the worst path, the cells encountered are or3_1 -> nand2_1 -> clkdlybuf4s50_1. In this run the standard cell core region covers 4000 µm².

The share of the Yosys chip area taken by registers is 39.8%. Checking hold timing, the worst path is listed with class input port to async pin. The routed design shows a via density per instance of 4.64. Cell count after synthesis landed at 144.

The worst path needs 2.18 ns of the cycle, external delays included. Weighted congestion reported at the end of routability-driven placement landed at 0.899. Total of max-cap violations landed at 0. The worst register-to-register path begins at p_state[2]$_DFF_PP0_.

Count of instances resized after the clock tree is built landed at 0. Initial antenna violation count landed at 0. Top-area cell type share of the netlist area landed at 39.8%. Largest net degree at the start of global routing landed at 21. The capture point of the worst register-to-register path is recorded as p_state[1]$_DFF_PP0_. Worst slack on hold paths landed at 0.524 ns. Total number of H-tree levels landed at 1. The timing report shows that the slowest cell on the worst path is sky130_fd_sc_hd__dfrtp_2.

TritonCTS built the clock tree. In this run the clock root is driven by a sky130_fd_sc_hd__clkbuf_8. STA reports a reg2reg setup slack of 0.55 ns. Period utilization landed at 94.9%. The area growth from synthesis to layout is 32.9%. For this run, the slowest stage of the critical path takes 0.49 ns. Maximum frequency from static timing analysis landed at 458 MHz.

According to the I/O placement log, the pin count is 31. Number of DRC markers in iteration 0 landed at 38. Number of remaining DRC errors landed at 0.

Net switching power of the design landed at 0.448 mW. Looking at the cell usage after synthesis, the top flip-flop cell is sky130_fd_sc_hd__dfrtp_1. Note, the detailed placer reported a final HPWL of 2.05 mm. Area figure in the yosys stat output landed at 1260 µm². The share of total power dissipated in sequential elements is 39.8%. STA classifies the critical path endpoint as an output pin. The gate-level netlist out of Yosys references 30 unique cell types. After clock tree synthesis, the setup repair step added 0 buffers. Horizontal die dimension landed at 66.8 µm. Global routing used 14.2% of the available tracks across all layers. Number of diodes added for antenna fixing landed at 0. Clock sink total landed at 20. The analysis reports a worst IR drop on VDD of 418 µV. Number of placement rows landed at 23. In this run the power density over the cells is 800 nW/µm². Clock input transition at the sequential cells of the worst setup and hold paths landed at 0.08 ns. The biggest area contributor in the post-synthesis netlist is sky130_fd_sc_hd__dfrtp_1.

Arrival time at the worst endpoint landed at 1.72 ns. After the flow finishes, the layout carries non-filler instances totaling 226. Deepest clock path buffer count landed at 2.

Per the TritonCTS log, the buffer count is 3. Effective utilization at floorplan landed at 31.5%. Floorplan die area landed at 4460 µm². Global-route wire length before repair landed at 4.82 mm.

Largest fanout on the critical path landed at 9. For this run, the number of Yosys warnings is 3. Setup clock skew after layout landed at 0.00724 ns. The mapped netlist covers 1260 µm².

The die is 66.8 µm tall. Max-slew violation total from the final report landed at 0. Leaving out fill and tap cells, the most frequent cell in the layout is sky130_fd_sc_hd__clkdlybuf4s50_1. Normalized max-slew margin landed at 82.5%.

The skew report gives the latency at the later pin of the worst-skew pair as 0.26 ns. In this run switching power makes up 33.5% of total power. In this run, synthesis inferred 0 flip-flops with an integrated enable.

Share of post-route cells with drive strength above 1 landed at 7.95%. The count of nets left with antenna violations once routing finished came out at 0. Overall routed net length landed at 2.77 mm. The critical path is of the flip-flop to output pin type. Summing over the stages, the warning tally comes to 28. Number of global-route vias before repair landed at 1045. For reference, the final report shows the hold violation count at 0. Adding up every negative setup slack in the final design gives 0 ns.

From the final report, the count of setup violators was given as 0. Placement-stage worst setup slack landed at 0.358 ns. The clock network burns 17.0% of the power. Detailed-route wire length per cell landed at 12.2 µm. The internal portion of the total power is 0.891 mW. The placement report lists the number of port buffers as 30.

Averaged over all synthesized cells, the footprint is 8.74 µm². The run finished with clean final reports. Combinational logic is responsible for 43.2% of the overall power. Static leakage power landed at 0.677 nW. Global route total overflow landed at 0.

Logic depth along the worst register-to-register path is recorded as 6. Number of storage elements in the synthesis netlist landed at 20. Looking at the max-slew report, the worst-margin pin has a slew of 0.262 ns. Setup repair after global routing left no endpoint under its margin. Final-layout fill cell count landed at 382.
state kept, by name, summed over array words and instances (netlist names):
signal	flops
counter_1.Cnt1_Out	8
counter_2.Cnt2_Out	8
p_state	3
start_r	1
power groups by stage:
| stage | clock, mW | combinational (mW) | sequential (mW) |
|---|---|---|---|
| 4_1_cts | 0.234 | 0.579 | 0.529 |
| 5_1_grt | 0.250 | 0.653 | 0.546 |
| 6_report | 0.227 | 0.579 | 0.533 |
cells in the mapped netlist (5+ instances only):
cell type                  instances
sky130_fd_sc_hd__nor2_1           29
sky130_fd_sc_hd__ha_1              6
sky130_fd_sc_hd__nand2_1           9
sky130_fd_sc_hd__xor2_1            9
sky130_fd_sc_hd__nor3_1            5
sky130_fd_sc_hd__nand3_1           6
sky130_fd_sc_hd__dfrtp_1          20
sky130_fd_sc_hd__a211oi_1          7
sky130_fd_sc_hd__xnor2_1          10
sky130_fd_sc_hd__a21oi_1           5
sky130_fd_sc_hd__nand4_1           5
metrics by stage:
| step | util [%] | area, µm² | power (mW) |
|---|---|---|---|
| after floorplan | - | 1260 | 0.836 |
| after global placement | 40.6 | 1630 | 1.10 |
| after detailed placement | 40.6 | 1630 | 1.11 |
| after CTS | 41.7 | 1670 | 1.34 |
| after global routing | 41.8 | 1670 | 1.45 |
| final | 41.8 | 1670 | 1.34 |
layout make-up:
type                            count  area (µm²)  share of cell area [%]
Multi-Input combinational cell    113         711                    42.5
Sequential cell                    20         502                    30.0
Timing Repair Buffer               35         338                    20.2
Inverter                            5        18.8                    1.12
Tap cell                           50        62.6                    3.74
Clock buffer                        3        41.3                    2.47
kinds of logic after synthesis:
kind of cell	share of synthesized area [%]
AND/OR/NAND/NOR	25.3
AND-OR/OR-AND	10.7
flip-flops	39.8
XOR/XNOR	13.2
buffers and inverters	4.17
adder cells (fa/ha/maj)	5.96
multiplexers	0.795
worst max-delay path by stage:
stage,startpoint,endpoint,slack (ns),cells past startpoint
after global routing,p_state[1]$_DFF_PP0_,Read_Reg,0.03,5
after CTS,p_state[0]$_DFF_PP0_,Write_Reg,0.07,3
final,p_state[0]$_DFF_PP0_,Write_Reg,0.12,3
critical path: cells and delay by family, from the launching register on:
family | cells | cell delay (ns)
DFF | 1 | 0.49
buffers and inverters | 1 | 0.45
and+or+nand+nor | 2 | 0.52
per-layer routing:
metal | vias up | part of all wire [%] | GRT usage, %
li1 | 557 | - | -
met1 | 469 | 56 | 25.1
met2 | 21 | 40 | 18.9
met3 | 2 | 3.5 | 1.22
met4 | 0 | 0.76 | 2.39
met5 | - | 0 | 0
No activity file was given, so power comes from the tool's default toggle rates.
