### flow/config.mk
export PLATFORM = sky130hd
export DESIGN_NAME = ssc_datapath
export DESIGN_NICKNAME = ssc_datapath
export VERILOG_FILES = /design/flow/design.v
export SDC_FILE = /design/flow/constraint.sdc
export NUM_CORES = 4
export LEC_CHECK = 1
export CORE_UTILIZATION = 50
### flow/constraint.sdc
current_design ssc_datapath

set clk_period 3.9
set clk_io_pct 0.2

create_clock -name clk0 -period $clk_period [get_ports {Clk}]

set non_clock_inputs [all_inputs -no_clocks]
set_input_delay [expr $clk_period * $clk_io_pct] -clock clk0 $non_clock_inputs
set_output_delay [expr $clk_period * $clk_io_pct] -clock clk0 [all_outputs]
### flow/design.v
`timescale 1ns / 1ps
module addr_mux (
  input   logic [7:0] Cnt1_Out,
  input   logic [7:0] Cnt2_Out,
  input   logic [7:0] Min_Addr,
  input   logic [1:0] Sel_AMux,
  output  logic [7:0] Address
);
always_comb begin
  casez(Sel_AMux)
    2'b00: Address = Cnt1_Out;
    2'b01: Address = Cnt2_Out;
    2'b10: Address = Min_Addr;
    default: Address = '0;
  endcase
end
endmodule
`timescale 1ns / 1ps
module amux (
  input   logic [7:0] Cnt1_Out,
  input   logic [7:0] Cnt2_Out,
  input   logic       Sel_Mux,
  output  logic [7:0] Mux_Addr
);
assign Mux_Addr = (Sel_Mux == 1'b1) ? Cnt2_Out : Cnt1_Out;
endmodule
`timescale 1ns / 1ps
module comparator (
  input   logic [15:0]  Read_Data,
  input   logic [15:0]  Min_Reg,
  input   logic         Load_Min,
  output  logic         Load_Addr,
  output  logic         Load_Min_D
);
logic lt;
assign lt = (Read_Data < Min_Reg) ? 1'b1 : 1'b0;
assign Load_Min_D = (Load_Min | lt) ? 1'b1 : 1'b0;
assign Load_Addr = (Load_Min | lt) ? 1'b1 : 1'b0;
endmodule
`timescale 1ns / 1ps
module data_mux (
  input   logic [15:0]  Min_Reg,
  input   logic [15:0]  Temp_Reg,
  input   logic         Sel_DMux,
  output  logic [15:0]  Write_Data
);
assign Write_Data = Sel_DMux ? Temp_Reg : Min_Reg;
endmodule
`timescale 1ns / 1ps
module min_reg (
  input   logic         Clk,
  input   logic         Rst,
  input   logic         Load_Min,
  input   logic [15:0]  Read_Data,
  output  logic [15:0]  Min_Reg
);
always_ff @(posedge Clk or posedge Rst) begin
  if (Rst) begin
    Min_Reg  <= '0;
  end
  else begin
    if (Load_Min) begin
      Min_Reg <= Read_Data;
    end
    else begin
      Min_Reg <= Min_Reg;
    end
  end
end
endmodule
`timescale 1ns / 1ps
module minaddr_reg (
  input   logic         Clk,
  input   logic         Rst,
  input   logic         Load_Addr,
  input   logic [7:0]   Mux_Addr,
  output  logic [7:0]   Min_Addr
);
always_ff @(posedge Clk or posedge Rst) begin
  if (Rst) begin
    Min_Addr  <= '0;
  end
  else begin
    if (Load_Addr) begin
      Min_Addr <= Mux_Addr;
    end
    else begin
      Min_Addr <= Min_Addr;
    end
  end
end
endmodule
`timescale 1ns/1ps
module ssc_datapath (
  input   logic Clk,
  input   logic Rst,
  input   logic [15:0]  Read_Data,
  output  logic [15:0]  Write_Data,
  output  logic [7:0]   Address,
  input   logic [7:0]   Cnt1_Out,
  input   logic [7:0]   Cnt2_Out,
  input   logic [1:0]   Sel_AMux,
  input   logic         Sel_DMux,
  input   logic         Sel_Mux,
  input   logic         Load_Min,
  input   logic         Load_Temp
);
logic [7:0] mux_addr;
logic [7:0] min_addr;
logic       load_addr;
logic [15:0]  min_reg_r;
logic         load_min;
logic [15:0]  temp_reg_r;
logic         load_temp_r;
logic         lt;
addr_mux addr_mux (
  .Cnt1_Out(Cnt1_Out),
  .Cnt2_Out(Cnt2_Out),
  .Min_Addr(min_addr),
  .Sel_AMux(Sel_AMux),
  .Address(Address)
);
data_mux data_mux (
  .Min_Reg(min_reg_r),
  .Temp_Reg(temp_reg_r),
  .Sel_DMux(Sel_DMux),
  .Write_Data(Write_Data)
);
amux amux (
  .Cnt1_Out(Cnt1_Out),
  .Cnt2_Out(Cnt2_Out),
  .Sel_Mux(Sel_Mux),
  .Mux_Addr(mux_addr)
);
temp_reg temp_reg (
  .Clk(Clk),
  .Rst(Rst),
  .Load_Temp(load_temp_r),
  .Read_Data(Read_Data),
  .Temp_Reg(temp_reg_r)
);
min_reg min_reg (
  .Clk(Clk),
  .Rst(Rst),
  .Load_Min(load_min),
  .Read_Data(Read_Data),
  .Min_Reg(min_reg_r)
);
minaddr_reg minaddr_reg (
  .Clk(Clk),
  .Rst(Rst),
  .Load_Addr(load_addr),
  .Mux_Addr(mux_addr),
  .Min_Addr(min_addr)
);
comparator comparator (
  .Read_Data(Read_Data),
  .Min_Reg(min_reg_r),
  .Load_Min(Load_Min),
  .Load_Addr(load_addr),
  .Load_Min_D(load_min)
);
always_ff @(posedge Clk or posedge Rst) begin
  if (Rst) begin
    load_temp_r <= '0;
  end
  else begin
    load_temp_r <= Load_Temp;
  end
end
endmodule
`timescale 1ns / 1ps
module temp_reg (
  input   logic         Clk,
  input   logic         Rst,
  input   logic         Load_Temp,
  input   logic [15:0]  Read_Data,
  output  logic [15:0]  Temp_Reg
);
always_ff @(posedge Clk or posedge Rst) begin
  if (Rst) begin
    Temp_Reg  <= '0;
  end
  else begin
    if (Load_Temp) begin
      Temp_Reg <= Read_Data;
    end
    else begin
      Temp_Reg <= Temp_Reg;
    end
  end
end
endmodule
### flow/run.sh
#!/bin/bash
# OpenROAD 26Q1-2900-gdf79404cd8, Yosys 0.63+post, stock flow scripts
make -C /OpenROAD-flow-scripts/flow DESIGN_CONFIG=/design/flow/config.mk WORK_HOME=/design/flow/orfs finish
==> impl_metrics.tcl <==
# collected from the flow reports
set metrics [dict create \
    status "finished, final reports clean" \
    yosysUniqueCellTypes 23 \
    startpoint "Sel_AMux[1]" \
    yosys.cell_count.top_type "dfrtp_1" \
    synth-edff-count 0 \
    place_inst 322 \
    pin_count 64 \
    worstPathCellList "clkdlybuf4s50_1, nor2b_1, nand2_1, o21ai_0, clkdlybuf4s50_1" \
    wirelength_mm 4.64 \
    crit_fanout 9 \
    common_cells "dfrtp_1 (41), mux2_2 (29), nand2_1 (28)" \
    final-setup-viol-count 0 \
    min_period_ns 3.40 \
    ant_nets 0 \
    worstSetupEndpointType "primary output" \
    core_area_mm2 0.00450 \
    synth_async_sr_flop_share 1.00 \
    cts_sinks 41 \
    drive_above_1_share 0.234 \
    cts-root-buf "clkbuf_8" \
    grt_max_degree 42 \
    numPortBuffers 63 \
    leakage_nw 1.42 \
    hold_path.class "reg2reg" \
    hold-path-cell-count 1 \
    fin_tns_setup_ns 0 \
    r2r-end "min_reg.Min_Reg[6]" \
    finalNonFillerCells 330 \
    final_hold_viol_count 0 \
    warning_count 26 \
    grtUsageTotal 0.209 \
    syn2layout_area_growth_pct 32.8 \
    via_per_inst 5.32 \
    clk_path_buf_depth 2 \
    yosys.area.top_type "dfrtp_1" \
    cp_common_cell "clkdlybuf4s50_1" \
    vdd_drop_max_uv 268 \
    hpwl_mm 3.28 \
    fp.dieH_um 71.4 \
    num_rows 24 \
    drv_slew 0 \
    post-cts-setup-buffers 0 \
    netlist.area_leader.share 0.426 \
    yosys_area_mm2 0.00241 \
    cap_violations 0 \
    synth_top_flop_cell "dfrtp_1" \
    max_freq_ghz 0.294 \
    synth-cells-yosys 212 \
    overflow 0 \
    fin_util 0.711 \
    p_per_area_mw_per_mm2 349 \
    grt_first_pass_wirelength_mm 8.16 \
    rsz0062_at_grt "no" \
    r2r_slack_ns 1.48 \
    ff2ff_path_depth 8 \
    drtIter0Drc 63 \
    vias 1754 \
    cts.repair.resized 0 \
    firstDrtPassIters 4 \
    drcViolationCount 0 \
    r2r-start "min_reg.Min_Reg[15]" \
    die_w_um 71.4 \
    fin_ws_ns 0.498 \
    antennaDiodeCount 0 \
    cp.arrival_ns 2.62 \
    path_clk_slew_ns 0.08 \
    dp_slack_ns 0.526 \
    ctsHoldBuffers 0 \
    fp-utilization 0.535 \
    critPathMaxStageDelay_ns 0.63 \
    ys_warn_count 5 \
    min_to "min_reg.Min_Reg[15]" \
    syn_area_per_cell_um2 11.4 \
    netlist_instances 212 \
    syn_area_mm2 0.00241 \
    insertion_delay_ns 0.29 \
    grt_pass1_vias 1782 \
    crit_type "in2out" \
    grt_antenna_before_repair 0 \
    worst_pin_slew_ns 0.800 \
    postSynthSeqShare 0.426 \
    die-area_mm2 0.00510 \
    cp.required_ns 3.12 \
    min_from "min_reg.Min_Reg[15]" \
    crit_buf_inv 2 \
    cts_tree "done" \
    finalCritPeriodShare 0.872 \
    place_congestion 0.804 \
    crit_family "buffers and inverters" \
    ys.flops 41 \
    wl_per_cell_um 14.1 \
    h-tree-depth 2 \
    cts_buffers 5 \
    area_leaders "dfrtp_1 (43%), mux2_2 (14%), mux2_4 (12%)" \
    relSlewSlack 0.467 \
    startpoint_type "primary input" \
    cpMaxStageDelayCell "clkdlybuf4s50_1" \
    finalClockSkew_ns 0.00499 \
]
==> flip-flops by register name (all words and copies together), names as in the netlist <==
name,flops
temp_reg.Temp_Reg,16
minaddr_reg.Min_Addr,8
min_reg.Min_Reg,16
load_temp_r,1
==> layer usage <==
metal	global-route usage	up-vias	part of all wire
met5	0	-	0
met4	0.0178	0	0.0045
met1	0.321	835	0.49
met2	0.343	42	0.46
met3	0.0371	2	0.050
li1	-	875	-
==> worst max-delay path by stage <==
stage,endpoint,slack (ns),cells past startpoint
CTS,Address[4],0.51,5
finish,Address[4],0.50,5
global route,Address[3],0.34,5
==> power by group <==
group	internal (mW)	total [mW]	switching, mW
clock network	0.123	0.269	0.146
registers	0.479	0.510	0.0310
logic	0.216	0.338	0.123
total	0.818	1.12	0.299
==> cells by family after synthesis <==
| group | synth area share |
|---|---|
| AOI/OAI and AO/OA | 0.0727 |
| DFF | 0.426 |
| adders and majority gates | 0.0778 |
| buffers and inverters | 0.0467 |
| muxes | 0.293 |
| and+or+nand+nor | 0.0841 |
==> layout by cell type (no fill, tap or decap), types with 4 or more instances in the layout <==
cell / count
clkdlybuf4s50_1: 63
dfrtp_1: 41
mux2_2: 29
nand2_1: 28
o21ai_0: 25
mux2_4: 20
inv_1: 16
ha_1: 15
mux2i_1: 8
clkbuf_8: 5
a21oi_1: 4
==> worst register-to-register path: stages, from the launching register on <==
cell     delay [ns]
dfrtp_1        0.34
inv_1          0.06
ha_1           0.31
nand4_1        0.20
nor3_1         0.39
nor4_4         0.09
a31oi_4        0.34
buf_4          0.26
mux2_4         0.31
==> layout make-up <==
| class | instances | area, um^2 |
|---|---|---|
| Sequential cell | 41 | 1030 |
| Clock buffer | 5 | 68.8 |
| Clock inverter | 3 | 17.5 |
| Multi-Input combinational cell | 145 | 1270 |
| Inverter | 16 | 60.1 |
| Tap cell | 52 | 65.1 |
| Fill cell | 342 | 1300 |
| Timing Repair Buffer | 68 | 693 |
==> stage by stage <==
step	hold slack [ns]	power (mW)	cell area, um^2
6_report	0.510	1.12	3200
4_1_cts	0.512	1.13	3200
3_3_place_gp	0.489	0.855	3120
2_1_floorplan	0.475	0.709	2410
5_1_grt	0.529	1.19	3200
3_5_place_dp	0.491	0.858	3120
No activity file was given, so power comes from the tool's default toggle rates.
